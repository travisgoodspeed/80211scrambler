==> design.v <==
module descrambler (
		  clock ,     
		  reset ,     
		  enable ,    
		  state_out,  
		  bit_in,     
		  bit_out     
		  );  
   input clock ;
   input reset ;
   input enable ;
   input bit_in;
   output [6:0] state_out ;
   output 	bit_out;
   wire 	clock ;
   wire 	reset ;
   wire 	enable ;
   reg [6:0] 	state_out ;
   reg 		bit_out;
   assign feedback =  (bit_in ^ state_out[6] ^ state_out[3]);
   always @ (posedge clock)
     begin : DESCRAMBLER  
	if (reset == 1'b1) begin
	   state_out <= #1 7'bXXXXXXX;
	end
	else if (enable == 1'b1) begin
	   state_out <= {state_out[5], state_out[4], state_out[3],
			 state_out[2], state_out[1], state_out[0],
			 bit_in};
	end
     end  
   always @ (negedge clock)
     begin:DESCRAMBLERDOWN
	bit_out<=feedback;
     end
endmodule
==> run.sh <==
#!/bin/bash
# OpenROAD 26Q1-2900-gdf79404cd8, Yosys 0.63+post, stock flow scripts
make -C /OpenROAD-flow-scripts/flow DESIGN_CONFIG=/design/flow/config.mk WORK_HOME=/design/flow/orfs finish
==> config.mk <==
export PLATFORM = sky130hd
export DESIGN_NAME = descrambler
export DESIGN_NICKNAME = descrambler
export VERILOG_FILES = /design/flow/design.v
export SDC_FILE = /design/flow/constraint.sdc
export NUM_CORES = 4
export LEC_CHECK = 1
export CORE_AREA = 10 10 70 70
export DIE_AREA = 0 0 80 80
==> constraint.sdc <==
current_design descrambler

set clk_period 1.3
set clk_io_pct 0.2

create_clock -name clk0 -period $clk_period [get_ports {clock}]

set non_clock_inputs [all_inputs -no_clocks]
set_input_delay [expr $clk_period * $clk_io_pct] -clock clk0 $non_clock_inputs
set_output_delay [expr $clk_period * $clk_io_pct] -clock clk0 [all_outputs]
==> run notes <==
Yosys
- 8 — FF+latch count, synth
- sky130_fd_sc_hd__edfxtp_1 — dominant cell by count in the synthesized netlist
- 2.370% — simple-gate share of the synthesized area
- 0% — share of synthesized cell area in and-or and or-and compound cells
- XOR/XNOR gates — dominant combinational cell family by area after synthesis
- 24.00 um2 — average size of a mapped cell
- 11 — post-synthesis cell count from yosys
- 7 — number of flops mapped to enable cells by yosys
- 0% — multiplexer share of the synthesized area
- 2 — number of synthesis warnings
- 264.0 um2 — Yosys Chip Area
- sky130_fd_sc_hd__edfxtp_1 — leading area contributor after synthesis
- sky130_fd_sc_hd__edfxtp_1 (80%), sky130_fd_sc_hd__xor3_1 (9.0%), sky130_fd_sc_hd__dfxtp_1 (7.6%), sky130_fd_sc_hd__or2_2 (2.4%), sky130_fd_sc_hd__inv_1 (1.4%) — cell types with the largest area share after synthesis
- sky130_fd_sc_hd__edfxtp_1 (7), sky130_fd_sc_hd__dfxtp_1 (1), sky130_fd_sc_hd__inv_1 (1), sky130_fd_sc_hd__or2_2 (1), sky130_fd_sc_hd__xor3_1 (1) — leading cell types by count after synthesis
- 11 — cells after synthesis
- 0% — Synth Area in Adders
- 79.62% — area share, top type
- 87.20% — share of synthesized area occupied by flip-flops and latches
- 264.0 um2 — Mapped Area
- sky130_fd_sc_hd__edfxtp_1 — main flop type after synthesis
- 0% — proportion of synthesized flip-flops having asynchronous set or reset
- 5 — post-synth cell types
- 9.005% — Synth Area in XOR/XNOR

Clock tree
- sky130_fd_sc_hd__clkbuf_4 — cell at the root of the clock tree
- 8 — clock sinks
- 3 — clock buffers created by TritonCTS
- 2 — clock buffer depth
- done — clock tree from TritonCTS
- 50 ps — Worst-path clk slew
- 1 — H-tree depth reported by CTS
- 300 ps — latest clock arrival within the worst-skew pair

Route
- 684 um — aggregate routed wire length
- 145 um — total met3 wirelength after detailed routing
- 2.158 — average via count per standard cell
- 164 — via count
- 148 um — met2 WL
- 0 — antenna viol nets, final
- met3 — highest metal layer with signal wires
- 390 um — M1 wire length
- 9.000 um — wire length per cell
- 0 — Antenna diodes
- 0 — DRC errors left
- 1 — number of detailed-routing iterations run before antenna repair
- 0 — violation count after the first detailed-route iteration

Cells and area
- 76 — post-layout instance count excluding filler cells
- 395 — number of fillers in the final layout
- 81.99% — area delta synth->final
- 40.00% — proportion of layout cells with a drive suffix above 1

Place
- 11 — input/output buffers
- -620.6 ps — placement-stage worst setup slack
- 0.6839 — final estimated routing congestion in global placement
- 69 — dpl cells

GRT
- 2.203% — All-Layer GR Usage
- 8 — pin count of the biggest net entering global routing
- 1000 um — global-route wire length before repair
- 181 — vias in the first global route
- 0 — GR Overflow Total
- 0 — initial antenna violation count

Worst setup path
- 1350 ps — Worst EP arrival
- register — Startpoint Class
- buf_2 — cells along the critical path
- output port — nature of the critical path endpoint
- reg2out — Critical Setup Path Class
- 1 — Crit Path Max Fanout
- 1 — critical path buffer and inverter count
- flip-flops — Crit path max-delay family
- 300 ps — maximum single-stage delay on the critical path
- sky130_fd_sc_hd__dfxtp_2 — slowest stage cell on the critical path
- 1040 ps — required time of the worst setup path

Final timing
- -311.1 ps — minimum setup slack in the final design
- 88.84% — worst slew margin relative to its limit
- 0 — final-report hold violation count
- 45.28 ps — clock skew after layout
- -546.0 ps — total negative slack
- yes — setup repair after global routing missed its margin
- 0 — number of pins with negative max-slew slack in the final report
- 254.7 ps — hold slack
- 167.3 ps — pin slew with the least headroom to its limit
- 2 — count of final setup violators

Floorplanning
- 7.729% — starting density of the core
- 12 — top-level I/O count
- 21 — FP Rows
- 3416 um2 — Core Area
- 6400 um2 — die area
- 80 um — Die Span Y
- 80 um — die outline width

Pwr
- 0.0006424 W — Total Power Consumption
- 0.8636 mV — IR drop worst, VDD
- 0.1993 nW — Leak Pwr
- 1337 nW/um2 — P per Cell Area

Flow run
- 29 — total tool warning count
- 0 — reported max-cap violation count

Worst hold path
- in2reg — path type of the worst min-delay path

Run status
- finished, violations left — run status
- setup timing — failing checks

[metrics by stage]
step                instance area [um2]  util (%)
floorplan                         264.0         -
global placement                  439.2     12.86
detailed placement                439.2     12.86
CTS                               485.5     14.21
global route                      480.5     14.07
finish                            480.5     14.07
[area by class of cell]
cell class	instances	area, um2	share of cell area [%]
timing repair buffer	15	131.4	27.34
sequential	8	231.5	48.18
clock inverter	1	3.754	0.7812
tap	46	57.56	11.98
clock buffer	4	26.28	5.469
multi-input combinational	2	30.03	6.250
[logic make-up (layout without fill, tap and decap cells)]
group	count (synthesis)	after routing
XOR/XNOR	1	1
flip-flops	8	8
AND/OR/NAND/NOR	1	1
buffers and inverters	1	20
[registers in the layout, summed over array words and instances (netlist names)]
signal     cells
state_out      7
bit_out        1
[placed cells by master, fill, tap and decap left out]
cell type	Yosys	routed
sky130_fd_sc_hd__buf_2	0	2
sky130_fd_sc_hd__buf_6	0	2
sky130_fd_sc_hd__clkbuf_4	0	3
sky130_fd_sc_hd__dlygate4sd2_1	0	5
sky130_fd_sc_hd__dfxtp_2	0	1
sky130_fd_sc_hd__inv_1	1	1
sky130_fd_sc_hd__clkdlybuf4s50_1	0	2
sky130_fd_sc_hd__buf_4	0	3
sky130_fd_sc_hd__xor3_1	1	1
sky130_fd_sc_hd__clkbuf_1	0	1
sky130_fd_sc_hd__or2_2	1	1
sky130_fd_sc_hd__dlymetal6s2s_1	0	1
sky130_fd_sc_hd__edfxtp_1	7	7
[repair_timing]
action | in CTS | in global routing
pin swaps | 1 | 1
endpoints found under the setup margin | 9 | 3
hold buffers | 0 | 0
resized | 17 | 2
endpoints found under the hold margin | 0 | 0
setup buffers | 6 | 0
[per-layer routing]
metal / global-route usage (%) / vias up
met2: 1.685 / 18
met5: 0 / -
met1: 3.306 / 68
li1: - / 78
met4: 0 / 0
met3: 2.841 / 0
[where the power goes]
group	internal [W]	total [W]	leakage, nW	switching (W)
clock network	0.000121	0.000210	0.0203	0.0000891
registers	0.000322	0.000339	0.0798	0.0000166
logic	0.0000698	0.0000928	0.0992	0.0000230
[worst paths after layout]
path                     start           end  slack (ps)  cells past startpoint
setup reg to reg  state_out[3]       bit_out        -230                      1
setup / recovery       bit_out       bit_out        -310                      1
hold / removal          bit_in  state_out[0]         250                      1
hold reg to reg   state_out[0]  state_out[1]         440                      0
Power figures rest on the tool's default switching activity, not on a simulated workload.
